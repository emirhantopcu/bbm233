==> design.v <==
`timescale 1ns / 1ps
`timescale 1ns / 1ps
module decoder_3x8(A,B,C,EN,d0,d1,d2,d3,d4,d5,d6,d7);
input A,B,C,EN;
output d0,d1,d2,d3,d4,d5,d6,d7;
wire d0,d1,d2,d3,d4,d5,d6,d7;
assign d0 = ~(A) & ~(B) & ~(C) & EN;
assign d1 = ~(A) & ~(B) & (C) & EN;
assign d2 = ~(A) & (B) & ~(C) & EN;
assign d3 = ~(A) & (B) & (C) & EN;
assign d4 = (A) & ~(B) & ~(C) & EN;
assign d5 = (A) & ~(B) & (C) & EN;
assign d6 = (A) & (B) & ~(C) & EN;
assign d7 = (A) & (B) & (C) & EN;
endmodule
module decoder_4x16(W,X,Y,Z,D0,D1,D2,D3,D4,D5,D6,D7,D8,D9,D10,D11,D12,D13,D14,D15);
input W,X,Y,Z;
output D0,D1,D2,D3,D4,D5,D6,D7,D8,D9,D10,D11,D12,D13,D14,D15;
wire D0,D1,D2,D3,D4,D5,D6,D7,D8,D9,D10,D11,D12,D13,D14,D15;
decoder_3x8 d1(.A(X),.B(Y),.C(Z),.EN(~W),.d0(D0),.d1(D1),.d2(D2),.d3(D3),.d4(D4),.d5(D5),.d6(D6),.d7(D7));
decoder_3x8 d2(.A(X),.B(Y),.C(Z),.EN(W),.d0(D8),.d1(D9),.d2(D10),.d3(D11),.d4(D12),.d5(D13),.d6(D14),.d7(D15));
endmodule
==> run.sh <==
#!/bin/bash
# OpenROAD 26Q1-2900-gdf79404cd8, Yosys 0.63+post, stock flow scripts
make -C /OpenROAD-flow-scripts/flow DESIGN_CONFIG=/design/flow/config.mk WORK_HOME=/design/flow/orfs finish
==> config.mk <==
export PLATFORM = sky130hd
export DESIGN_NAME = decoder_4x16
export DESIGN_NICKNAME = decoder_4x16
export VERILOG_FILES = /design/flow/design.v
export SDC_FILE = /design/flow/constraint.sdc
export NUM_CORES = 4
export LEC_CHECK = 1
export CORE_AREA = 10 10 70 70
export DIE_AREA = 0 0 80 80
==> constraint.sdc <==
current_design decoder_4x16

set clk_period 1.0
set clk_io_pct 0.2

create_clock -name clk0 -period $clk_period

set non_clock_inputs [all_inputs -no_clocks]
set_input_delay [expr $clk_period * $clk_io_pct] -clock clk0 $non_clock_inputs
set_output_delay [expr $clk_period * $clk_io_pct] -clock clk0 [all_outputs]
==> GITHUB_STEP_SUMMARY <==
## Synthesis and layout report

| Metric | Value |
|---|---|
| GRT Resource Usage Total | `2.89%` |
| Setup-failing EPs final | `11` |
| Antenna violations before repair | `0` |
| Power after layout | `0.000195 W` |
| Outcome | `complete, but fails checks` |
| Total wire length after detailed routing | `1.09 mm` |
| Fmax | `879 MHz` |
| Drt wl/cell | `11.1 um` |
| Unique cell types | `9` |
| Die Area | `0.00640 mm2` |
| Startpoint types | `input port` |
| Antenna Nets Post-Route | `0` |
| Slowest cell on the critical path | `nor4_2` |
| Warnings, synthesis | `0` |
| Gr ovfl total | `0` |
| Leak | `0.302 nW` |
| Drt pass-1 iters | `2` |
| PortBufs | `20` |
| Chip height | `80 um` |
| Top area contributor share | `25.9%` |
| Largest cells by area after synthesis | `nor4b_2, and4b_1, and4bb_1, and4bb_2, buf_6` |
| Routed via count | `305` |
| Max FO, Critical Path | `5` |
| Peak supply drop | `49.8 uV` |
| Count of pins over their slew limit | `0` |
| Place WS | `-0.910 ns` |
| Drt drc | `0` |
| Max Cap Viol | `0` |
| Pre-Place Util | `6.78%` |
| Clkbuf count | `0` |
| Via density | `3.11` |
| FP Rows | `21` |
| Final Hold Violation Tally | `0` |
| Largest area contributor in the netlist | `nor4b_2` |
| Max-slew headroom | `86.8%` |
| DP HPWL | `728 um` |
| Power Dens Cells | `312 mW/mm2` |
| Routability cong. | `0.684` |
| Cells after DPL | `88` |
| Synthesized area | `231 um2` |
| Finished Layout Cells | `98` |
| Hold slack | `0.720 ns` |
| RSZ-0062 raised after global routing | `true` |
| Hold/Removal Path Class | `in -> out` |
| Post-route setup slack | `-0.138 ns` |
| Worst Path Required | `0.80 ns` |
| Sequence of cells on the critical path | `buf_8, buf_6, buf_6, nor4_2, buf_2` |
| WP data arrival | `0.94 ns` |
| Die span in x | `80 um` |
| Final period utilization | `114%` |
| FF+latch area | `0 um2` |
| First-pass GRT wire length | `1.54 mm` |
| Layout Cell Area excl Fill | `626 um2` |
| Worst-Margin Slew | `0.195 ns` |
| Vias in the first global route | `285` |
| Antenna cells | `0` |
| Layout area overhead | `170%` |
| Kind of end point of the critical path | `output port` |
| Hold bufs inserted after CTS | `0` |
| Flip-flops | `0` |
| Max incr delay on CP | `0.25 ns` |
| Layout cells sized above 1 | `82.7%` |
| CP most frequent cell | `buf_6` |
| Post-synthesis sequential area ratio | `0%` |
| Chip Area, Yosys | `231 um2` |
| Core Area | `0.00342 mm2` |
| Initial drt markers | `4` |
| Tool warnings | `34` |
| Syn avg cell area | `11.6 um2` |
| Crit path kind | `in -> out` |
| Number of cells in Yosys stat | `20` |
| I/O pin count | `20` |
| Largest net degree at the start of global routing | `9` |
| Tmin final | `1.14 ns` |
| Post-synthesis cell count | `20` |
| Failing checks | `setup timing` |
| DP Area | `509 um2` |
| Fillers | `384` |
worst max-delay path, delay by kind of cell:
family / cells / cell delay [ns]
simple gates: 1 / 0.25
buf+inv: 4 / 0.48
cell usage after synthesis, drive strengths merged:
| library cell | instances |
|---|---|
| and4 | 1 |
| and4bb | 5 |
| nor4 | 1 |
| and4b | 4 |
| nor4b | 4 |
| nor4bb | 1 |
| buf | 4 |
final timing paths:
path              from  end  slack, ns  cells past startpoint
setup / recovery     W   D0      -0.14                      5
hold / removal       Y   D8       0.72                      4
metrics by stage:
stage	utilization [%]	TNS [ns]
3_5_place_dp	14.9	-13.36
3_3_place_gp	14.9	-13.21
4_1_cts	17.2	-0.837
6_report	18.3	-0.769
2_1_floorplan	-	0
5_1_grt	18.3	-1.22
what timing repair did:
item	in CTS	in global routing
setup buffers	7	2
cloned	1	0
gates resized	86	6
pin swaps	12	3
setup endpoints to repair	16	12
where the power goes:
part           switching, W  internal, W  leakage, nW
Combinational     0.0000675     0.000128        0.302
Clock                     0            0            0
Sequential                0            0            0
per-layer routing:
layer	track usage (%)	up-vias	routed length (um)
met5	0	-	0
met4	0	0	0
met3	2.39	0	224
met2	4.17	16	388
met1	3.43	133	478
li1	-	156	-
cells by family after synthesis:
kind of cell           Yosys count  share of synthesized area [%]
AND/OR/NAND/NOR                 16                           83.8
buffers and inverters            4                           16.2
layout make-up:
class,instances,area (um2),share of cell area [%]
timing repair buffer,36,342,54.6
multi-input combinational,16,226,36.2
tap,46,57.6,9.20
cells in the final DEF (no fill, tap or decap):
| cell type | count |
|---|---|
| buf_2 | 13 |
| nor4bb_2 | 1 |
| buf_6 | 11 |
| buf_12 | 1 |
| and4_1 | 1 |
| buf_4 | 4 |
| buf_8 | 4 |
| nor4b_2 | 1 |
| and4bb_1 | 3 |
| nor4b_4 | 3 |
| buf_16 | 1 |
| and4bb_2 | 2 |
| clkbuf_2 | 1 |
| clkdlybuf4s15_1 | 1 |
| and4b_1 | 4 |
| nor4_2 | 1 |
Power and IR drop assume default switching activity.
